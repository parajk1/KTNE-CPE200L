==> flow/run.sh <==
#!/bin/bash
# OpenROAD 26Q1-2900-gdf79404cd8, Yosys 0.63+post, stock flow scripts
make -C /OpenROAD-flow-scripts/flow DESIGN_CONFIG=/design/flow/config.mk WORK_HOME=/design/flow/orfs finish
==> flow/config.mk <==
export PLATFORM = sky130hd
export DESIGN_NAME = LED_wrapper
export DESIGN_NICKNAME = LED_wrapper
export VERILOG_FILES = /design/flow/design.v
export SDC_FILE = /design/flow/constraint.sdc
export NUM_CORES = 4
export LEC_CHECK = 1
export CORE_AREA = 10 10 76 76
export DIE_AREA = 0 0 86 86
==> flow/constraint.sdc <==
current_design LED_wrapper

set clk_period 1.3
set clk_io_pct 0.2

create_clock -name clk0 -period $clk_period [get_ports {KEY}]

set non_clock_inputs [all_inputs -no_clocks]
set_input_delay [expr $clk_period * $clk_io_pct] -clock clk0 $non_clock_inputs
set_output_delay [expr $clk_period * $clk_io_pct] -clock clk0 [all_outputs]
==> flow/design.v <==
module LED( 
            input logic clk,              
            input logic clkc,             
            input logic reset,            
            input logic [0:0] A, B, C, D, E, F, G, H, I, J, K, L, M, N, O, P, Q, R,
            output logic [17:0] ledR,     
            output logic [7:0] ledG);     
    logic [3:0] data1 = 4'b0001;  
    logic [3:0] data2 = 4'b0001;  
    logic [1:0] data7 = 2'b01;
    typedef enum logic [3:0] {S0, S1, S2, S3} statetype;
    statetype state, nextstate;
    localparam [25:0] r_zero = 25'b0000_0000_0000_0000_0000_0000_01;
    always @ (posedge clkc) begin
        data1 <= {data1[3:0], data1[1] ^ data1[2]};
        data2 <= {data2[3:0], data2[3] ^ data2[0]};
        data7 <= {data7[1:0], data7[1] ^ data7[0]};
    end
    always_ff @ (posedge clkc) begin
        if(reset) begin state = S0; end
        else      begin state = nextstate; end
        case(state)
                S0:     if (A)         nextstate = S1;
                        else           nextstate = S0;
                S1:     if (B)         nextstate = S2;
                        else           nextstate = S0;
                S2:     if (C)         nextstate = S3;
                        else           nextstate = S0;
                S3:                    nextstate = S0;
        endcase
        case(state)
                S0: {ledR, ledG} <= r_zero;
                S1: {ledR, ledG} <= {data7, data1, data2, data1, data2, data1, data2};
                S2: {ledR, ledG} <= {data7, data1, data2, data1, data2, data1, data2};
                S3: {ledR, ledG} <= {data7, data1, data2, data1, data2, data1, data2};
        endcase
    end
endmodule
module LED_wrapper( 
            input logic CLOCK_50, 
            input logic [1:0] KEY,
            input logic [17:0] SW,
            output logic [17:0] LEDR,
            output logic [7:0] LEDG
           );
    LED tb(CLOCK_50, KEY[0], ~KEY[1],
        SW[0], SW[1], SW[2], SW[3], SW[4], SW[5], SW[6], SW[7], SW[8], SW[9], SW[10], SW[11], SW[12], SW[13], SW[14], SW[15], SW[16], SW[17],
        LEDR, LEDG);
endmodule
==> node_exporter_impl.prom <==
# HELP chip_impl_metric Metrics from one implementation run
# TYPE chip_impl_metric gauge
chip_impl_info{name="outcome",value="complete, no violations"} 1
chip_impl_metric{name="timing.final.max_slew_violations",unit=""} 0
chip_impl_metric{name="warnings",unit=""} 105
chip_impl_metric{name="via_per_inst",unit=""} 3.527
chip_impl_metric{name="first_global_vias",unit=""} 732
chip_impl_info{name="cts_tree",value="built"} 1
chip_impl_metric{name="met1_usage",unit="%"} 2.716
chip_impl_metric{name="synth-seq-cells",unit=""} 23
chip_impl_info{name="yosys-top-cells-count",value="15 x sky130_fd_sc_hd__buf_4, 13 x sky130_fd_sc_hd__edfxtp_1, 10 x sky130_fd_sc_hd__dfxtp_1"} 1
chip_impl_info{name="critical-path-top-delay-family",value="buffers and inverters"} 1
chip_impl_metric{name="worstPathRequired",unit="ps"} 1290
chip_impl_metric{name="setup_viol",unit=""} 0
chip_impl_metric{name="clock_insertion_delay_worst_skew",unit="ps"} 230
chip_impl_metric{name="critical_path.max_stage_delay",unit="ps"} 150
chip_impl_metric{name="drt_pass1_iterations",unit=""} 2
chip_impl_metric{name="cts.repair_timing.setup_buffer_count",unit=""} 0
chip_impl_metric{name="worstPathArrival",unit="ps"} 1280
chip_impl_metric{name="drcViolationCount",unit=""} 0
chip_impl_metric{name="holdBufCountCts",unit=""} 0
chip_impl_info{name="startpoint_type",value="clock port"} 1
chip_impl_info{name="worst-setup-path-type",value="clk2reg"} 1
chip_impl_metric{name="syn-mean-instance-area",unit="um2"} 14.23
chip_impl_metric{name="ys_cells",unit=""} 61
chip_impl_metric{name="path_max_fanout",unit=""} 6
chip_impl_info{name="critical_path.cell_chain",value="clkbuf_8 -> clkbuf_8 -> o21a_4 -> clkbuf_8 -> and2_1"} 1
chip_impl_metric{name="design.die.area",unit="um2"} 7396
chip_impl_metric{name="fp_util",unit="%"} 21.10
chip_impl_metric{name="initialDrtViolationCount",unit=""} 22
chip_impl_metric{name="die-height",unit="um"} 86
chip_impl_metric{name="power_density",unit="nW/um2"} 1596
chip_impl_info{name="largest_area_cell",value="sky130_fd_sc_hd__edfxtp_1"} 1
chip_impl_metric{name="flow.area_growth_from_synthesis",unit="%"} 47.69
chip_impl_metric{name="numPortBuffers",unit=""} 29
chip_impl_info{name="timing.critical_path.slowest_stage_cell",value="sky130_fd_sc_hd__clkbuf_8"} 1
chip_impl_metric{name="synth-seq-area-share",unit="%"} 68.01
chip_impl_metric{name="route.antenna.diode_count",unit=""} 0
chip_impl_metric{name="synth_cell_type_count",unit=""} 14
chip_impl_metric{name="syn-instance-count",unit=""} 61
chip_impl_metric{name="critical_path_buf_inv_count",unit=""} 3
chip_impl_metric{name="report.final.hold_viol_count",unit=""} 0
chip_impl_info{name="nature_of_the_critical_path_endpoint",value="register"} 1
chip_impl_info{name="top_cell",value="sky130_fd_sc_hd__buf_4"} 1
chip_impl_info{name="worst_hold_path_type",value="clk2reg"} 1
chip_impl_metric{name="io_pins",unit=""} 47
chip_impl_metric{name="grtUsageTotal",unit="%"} 4.564
chip_impl_metric{name="synth-async-reset-ratio",unit="%"} 0
chip_impl_info{name="critical-path-top-cell-by-count",value="sky130_fd_sc_hd__clkbuf_8"} 1
chip_impl_info{name="rsz0062_at_grt",value="false"} 1
chip_impl_metric{name="grt_overflow",unit=""} 0
chip_impl_metric{name="placement_row_count",unit=""} 23
chip_impl_info{name="global_route.peak_usage_layer",value="met3"} 1
chip_impl_metric{name="grt_antenna_before_repair",unit=""} 0
chip_impl_metric{name="dpl_cell_area",unit="um2"} 1142
chip_impl_metric{name="pin_count_of_the_biggest_net_entering_global_routing",unit=""} 14
chip_impl_metric{name="grt.met2_usage",unit="%"} 4.530
chip_impl_metric{name="grt_pass1_wl",unit="mm"} 2.601
chip_impl_metric{name="final_layout_size_suffix_gt1_share",unit="%"} 19.00
chip_impl_metric{name="routabilityCongestion",unit=""} 0.7090
chip_impl_metric{name="global_route.usage.met3",unit="%"} 8.389
chip_impl_metric{name="clk_transition_reported_paths",unit="ps"} 60
chip_impl_metric{name="yosys_warnings",unit=""} 1
chip_impl_metric{name="syn_area",unit="um2"} 868.3
chip_impl_info{name="synth.area.top_cells",value="sky130_fd_sc_hd__edfxtp_1 45%, sky130_fd_sc_hd__dfxtp_1 23%, sky130_fd_sc_hd__buf_4 13%"} 1
chip_impl_metric{name="die_width",unit="um"} 86
chip_impl_metric{name="yosys_area",unit="um2"} 868.3
chip_impl_metric{name="detail_route.wl_per_cell",unit="um"} 10.51
chip_impl_metric{name="count_of_max_cap_constraint_violations",unit=""} 0
chip_impl_metric{name="ant_nets",unit=""} 0
chip_impl_metric{name="enable_flop_cells",unit=""} 13
chip_impl_metric{name="power_leakage",unit="nW"} 0.6250
chip_impl_metric{name="core_area",unit="um2"} 4115
chip_impl_metric{name="drt-total-wl",unit="mm"} 1.577
chip_impl_metric{name="stdcell_area",unit="um2"} 1282
chip_impl_metric{name="overall_via_count_from_detail_route",unit=""} 529
chip_impl_metric{name="skew",unit="ps"} 0.008576
chip_impl_metric{name="post_cts.resized_instances",unit=""} 27
chip_impl_metric{name="dp_hpwl",unit="mm"} 1.069
chip_impl_metric{name="finalSetupTns",unit="ps"} 0
chip_impl_metric{name="max-vdd-ir-drop",unit="uV"} 1569
chip_impl_metric{name="synthDominantCellAreaShare",unit="%"} 44.96
chip_impl_info{name="dominantRegCellSynth",value="sky130_fd_sc_hd__edfxtp_1"} 1
[worst register-to-register path, stage by stage, from the launching register on]
cell and delay [ps]:
sky130_fd_sc_hd__edfxtp_1 440, sky130_fd_sc_hd__o21a_4 250, sky130_fd_sc_hd__clkbuf_8 150, sky130_fd_sc_hd__and2_1 150
[placed cells by master (no fill, tap or decap)]
| cell | count |
|---|---|
| sky130_fd_sc_hd__dlygate4sd2_1 | 26 |
| sky130_fd_sc_hd__and2_1 | 5 |
| sky130_fd_sc_hd__a21oi_1 | 1 |
| sky130_fd_sc_hd__xor2_1 | 3 |
| sky130_fd_sc_hd__dfxtp_1 | 10 |
| sky130_fd_sc_hd__inv_1 | 3 |
| sky130_fd_sc_hd__or2b_1 | 1 |
| sky130_fd_sc_hd__edfxtp_1 | 13 |
| sky130_fd_sc_hd__conb_1 | 13 |
| sky130_fd_sc_hd__o21a_4 | 1 |
| sky130_fd_sc_hd__nand3b_1 | 2 |
| sky130_fd_sc_hd__clkinv_2 | 2 |
| sky130_fd_sc_hd__and2_4 | 5 |
| sky130_fd_sc_hd__clkdlybuf4s50_1 | 3 |
| sky130_fd_sc_hd__clkbuf_8 | 11 |
| sky130_fd_sc_hd__o22ai_1 | 1 |
[cell families (layout without fill, tap and decap cells)]
family / after synthesis / count (layout) / share of synthesized area [%]
AND-OR/OR-AND: 3 / 3 / 2.162
flip-flops: 23 / 23 / 68.01
AND/OR/NAND/NOR: 13 / 13 / 11.24
XOR/XNOR: 3 / 3 / 3.026
buffers and inverters: 18 / 45 / 15.13
other: 1 / 13 / 0.4319
[path summary, 6_finish.rpt]
path,from,endpoint,slack [ps],depth (start not counted)
worst max register to register,tb.nextstate[0]$_DFFE_PP_,tb.ledR[17]$_SDFFCE_PN0P_,80,3
worst min-delay path,KEY[1],tb.nextstate[1]$_DFFE_PP_,340,5
worst max-delay path,KEY[1],tb.ledR[17]$_SDFFCE_PN0P_,10,5
worst min register to register,tb.data2[2]$_DFF_P_,tb.data2[3]$_DFF_P_,350,0
[registers in the layout, summed over array words and instances, names as in the netlist]
register,count
tb.data7,2
tb.data2,4
tb.ledR,10
tb.nextstate,2
tb.ledG,1
tb.data1,4
[power breakdown]
group	switching, mW	total [mW]	internal [mW]
Sequential	0.0226	0.846	0.823
Combinational	0.0163	0.0610	0.0448
Clock	0.351	1.14	0.790
[per-layer routing]
metal	vias up	routed length [um]
li1	249	-
met4	0	22
met5	-	0
met3	2	415
met2	40	623
met1	238	517
[area by class of cell]
| class | count | area [um2] |
|---|---|---|
| fill | 418 | 2833 |
| timing repair buffer | 29 | 257.7 |
| clock buffer | 11 | 151.4 |
| tap | 50 | 62.56 |
| clock inverter | 4 | 17.52 |
| inverter | 1 | 3.754 |
| multi-input combinational | 32 | 198.9 |
| sequential | 23 | 590.6 |
[metrics by stage]
step	hold slack (ps)	instances	setup slack [ps]	utilization [%]	total power, mW
floorplan	234.1	73	25.89	-	1.050
global placement	234.2	136	58.29	27.76	1.059
detailed placement	234.2	136	58.28	27.76	1.060
CTS	354.0	150	24.51	31.16	2.217
global route	367.0	150	16.20	31.16	2.289
finish	335.4	150	14.33	31.16	2.047
Power is estimated from default activity; no workload was simulated.
