$ cat flow/run.sh
#!/bin/bash
# OpenROAD 26Q1-2900-gdf79404cd8, Yosys 0.63+post, stock flow scripts
make -C /OpenROAD-flow-scripts/flow DESIGN_CONFIG=/design/flow/config.mk WORK_HOME=/design/flow/orfs finish
$ cat flow/config.mk
export PLATFORM = sky130hd
export DESIGN_NAME = KTNE_wrapper
export DESIGN_NICKNAME = KTNE_wrapper
export VERILOG_FILES = /design/flow/design.v
export SDC_FILE = /design/flow/constraint.sdc
export NUM_CORES = 4
export LEC_CHECK = 1
export CORE_UTILIZATION = 40
$ cat flow/constraint.sdc
current_design KTNE_wrapper

set clk_period 6.7
set clk_io_pct 0.2

create_clock -name clk0 -period $clk_period [get_ports {CLOCK_50}]
create_clock -name clk1 -period $clk_period [get_ports {KEY}]

set non_clock_inputs [all_inputs -no_clocks]
set_input_delay [expr $clk_period * $clk_io_pct] -clock clk0 $non_clock_inputs
set_output_delay [expr $clk_period * $clk_io_pct] -clock clk0 [all_outputs]
$ cat flow/design.v
module KTNE(
            input logic clkc,             
            input logic reset,            
            input logic [0:0] A, B, C, D, E, F, G, H, I, J, K, L, M, N, O, P, Q, R,  
            output logic [17:0] ledR,     
            output logic [7:0] ledG,      
            input logic clk_in,           
            output logic [6:0] segA,      
            output logic [6:0] segB,      
            output logic [6:0] segC       
            );
    logic [3:0] data1 = 4'b0001;  
    logic [3:0] data2 = 4'b0001;  
    logic [1:0] data7 = 2'b01;
    typedef enum logic [3:0] {S0, S1, S2, S3, S4, S5, S6, S7, S8} statetype;
    statetype state, nextstate;
    logic [25:0] r_zero = 25'b0000_0000_0000_0000_0000_0000_00;
    logic [25:0] r_one = 25'b1111_1111_1111_1111_1111_1111_111;
    always @ (posedge clkc) begin
        data1 <= {data1[3:0], data1[1] ^ data1[2]};
        data2 <= {data2[3:0], data2[3] ^ data2[0]};
        data7 <= {data7[1:0], data7[1] ^ data7[0]};
    end
    always_ff @ (posedge clkc) begin
        if(~reset) begin state = S0; end
        else      begin state = nextstate; end
        case(state)
                S0:     if (R)         nextstate = S1;
                        else           nextstate = S0;
                S1:     if (F&H)       nextstate = S2;
                        else           nextstate = S0;
                S2:     if (O&G)       nextstate = S3;
                        else           nextstate = S0;
                S3:     if (J&C&L)     nextstate = S4;
                        else           nextstate = S0;
                S4:     if (E&I&M)     nextstate = S5;
                        else           nextstate = S0;
                S5:     if (D&P&N)     nextstate = S6;
                        else           nextstate = S0;
                S6:     if (B&A&Q&K)   nextstate = S7;
                        else           nextstate = S0;
                S7:                    nextstate = S8;
                S8:                    nextstate = S0;
        endcase
        case(state)
                S0: {ledR, ledG} <= r_one;
                S1: {ledR, ledG} <= {data7, data1, data2, data1, data2, data1, data2};
                S2: {ledR, ledG} <= {data7, data1, data2, data1, data2, data1, data2};
                S3: {ledR, ledG} <= {data7, data1, data2, data1, data2, data1, data2};
                S4: {ledR, ledG} <= {data7, data1, data2, data1, data2, data1, data2};
                S5: {ledR, ledG} <= {data7, data1, data2, data1, data2, data1, data2};
                S6: {ledR, ledG} <= {data7, data1, data2, data1, data2, data1, data2};
                S7: {ledR, ledG} <= {data7, data1, data2, data1, data2, data1, data2};
                S8: {ledR, ledG} <= r_zero;
        endcase
    end
    logic [25:0] count = 0;  
    logic [7:0] seconds = 0;  
    logic clk_out;            
    always @ (posedge clk_in) begin
        count <= count + 1;                 
            if (count == 50_000_000) begin  
                count <= 0;                 
                clk_out = ~clk_out;         
                seconds = seconds + 1;      
            end 
            else if (~reset) begin           
                count <= 0;                  
                seconds <= 0;
            end
    end
    logic [6:0] s0 = 7'b1000000;
    logic [6:0] s1 = 7'b1111001;
    logic [6:0] s2 = 7'b0100100;
    logic [6:0] s3 = 7'b0110000;
    logic [6:0] s4 = 7'b0011001;
    logic [6:0] s5 = 7'b0010010;
    logic [6:0] s6 = 7'b0000010;
    logic [6:0] s7 = 7'b1111000;
    logic [6:0] s8 = 7'b0000000;
    logic [6:0] s9 = 7'b0011000;
    always @ (clk_out) begin 
        case(seconds)
              0:    {segA, segB, segC}     =    {s1,s8,s0};  
              1:    {segA, segB, segC}     =    {s1,s7,s9};  
              2:    {segA, segB, segC}     =    {s1,s7,s8};  
              3:    {segA, segB, segC}     =    {s1,s7,s7};  
              4:    {segA, segB, segC}     =    {s1,s7,s6};  
              5:    {segA, segB, segC}     =    {s1,s7,s5};  
              6:    {segA, segB, segC}     =    {s1,s7,s4};  
              7:    {segA, segB, segC}     =    {s1,s7,s3};  
              8:    {segA, segB, segC}     =    {s1,s7,s2};  
              9:    {segA, segB, segC}     =    {s1,s7,s1};  
             10:    {segA, segB, segC}     =    {s1,s7,s0};  
             11:    {segA, segB, segC}     =    {s1,s6,s9};  
             12:    {segA, segB, segC}     =    {s1,s6,s8};  
             13:    {segA, segB, segC}     =    {s1,s6,s7};  
             14:    {segA, segB, segC}     =    {s1,s6,s6};  
             15:    {segA, segB, segC}     =    {s1,s6,s5};  
             16:    {segA, segB, segC}     =    {s1,s6,s4};  
             17:    {segA, segB, segC}     =    {s1,s6,s3};  
             18:    {segA, segB, segC}     =    {s1,s6,s2};  
             19:    {segA, segB, segC}     =    {s1,s6,s1};  
             20:    {segA, segB, segC}     =    {s1,s6,s0};  
             21:    {segA, segB, segC}     =    {s1,s5,s9};  
             22:    {segA, segB, segC}     =    {s1,s5,s8};  
             23:    {segA, segB, segC}     =    {s1,s5,s7};  
             24:    {segA, segB, segC}     =    {s1,s5,s6};  
             25:    {segA, segB, segC}     =    {s1,s5,s5};  
             26:    {segA, segB, segC}     =    {s1,s5,s4};  
             27:    {segA, segB, segC}     =    {s1,s5,s3};  
             28:    {segA, segB, segC}     =    {s1,s5,s2};  
             29:    {segA, segB, segC}     =    {s1,s5,s1};  
             30:    {segA, segB, segC}     =    {s1,s5,s0};  
             31:    {segA, segB, segC}     =    {s1,s4,s9};  
             32:    {segA, segB, segC}     =    {s1,s4,s8};  
             33:    {segA, segB, segC}     =    {s1,s4,s7};  
             34:    {segA, segB, segC}     =    {s1,s4,s6};  
             35:    {segA, segB, segC}     =    {s1,s4,s5};  
             36:    {segA, segB, segC}     =    {s1,s4,s4};  
             37:    {segA, segB, segC}     =    {s1,s4,s3};  
             38:    {segA, segB, segC}     =    {s1,s4,s2};  
             39:    {segA, segB, segC}     =    {s1,s4,s1};  
             40:    {segA, segB, segC}     =    {s1,s4,s0};  
             41:    {segA, segB, segC}     =    {s1,s3,s9};  
             42:    {segA, segB, segC}     =    {s1,s3,s8};  
             43:    {segA, segB, segC}     =    {s1,s3,s7};  
             44:    {segA, segB, segC}     =    {s1,s3,s6};  
             45:    {segA, segB, segC}     =    {s1,s3,s5};  
             46:    {segA, segB, segC}     =    {s1,s3,s4};  
             47:    {segA, segB, segC}     =    {s1,s3,s3};  
             48:    {segA, segB, segC}     =    {s1,s3,s2};  
             49:    {segA, segB, segC}     =    {s1,s3,s1};  
             50:    {segA, segB, segC}     =    {s1,s3,s0};  
             51:    {segA, segB, segC}     =    {s1,s2,s9};  
             52:    {segA, segB, segC}     =    {s1,s2,s8};  
             53:    {segA, segB, segC}     =    {s1,s2,s7};  
             54:    {segA, segB, segC}     =    {s1,s2,s6};  
             55:    {segA, segB, segC}     =    {s1,s2,s5};  
             56:    {segA, segB, segC}     =    {s1,s2,s4};  
             57:    {segA, segB, segC}     =    {s1,s2,s3};  
             58:    {segA, segB, segC}     =    {s1,s2,s2};  
             59:    {segA, segB, segC}     =    {s1,s2,s1};  
             60:    {segA, segB, segC}     =    {s1,s2,s0};  
             61:    {segA, segB, segC}     =    {s1,s1,s9};  
             62:    {segA, segB, segC}     =    {s1,s1,s8};  
             63:    {segA, segB, segC}     =    {s1,s1,s7};  
             64:    {segA, segB, segC}     =    {s1,s1,s6};  
             65:    {segA, segB, segC}     =    {s1,s1,s5};  
             66:    {segA, segB, segC}     =    {s1,s1,s4};  
             67:    {segA, segB, segC}     =    {s1,s1,s3};  
             68:    {segA, segB, segC}     =    {s1,s1,s2};  
             69:    {segA, segB, segC}     =    {s1,s1,s1};  
             70:    {segA, segB, segC}     =    {s1,s1,s0};  
             71:    {segA, segB, segC}     =    {s1,s0,s9};  
             72:    {segA, segB, segC}     =    {s1,s0,s8};  
             73:    {segA, segB, segC}     =    {s1,s0,s7};  
             74:    {segA, segB, segC}     =    {s1,s0,s6};  
             75:    {segA, segB, segC}     =    {s1,s0,s5};  
             76:    {segA, segB, segC}     =    {s1,s0,s4};  
             77:    {segA, segB, segC}     =    {s1,s0,s3};  
             78:    {segA, segB, segC}     =    {s1,s0,s2};  
             79:    {segA, segB, segC}     =    {s1,s0,s1};  
             80:    {segA, segB, segC}     =    {s1,s0,s0};  
             81:    {segA, segB, segC}     =    {s0,s9,s9};  
             82:    {segA, segB, segC}     =    {s0,s9,s8};  
             83:    {segA, segB, segC}     =    {s0,s9,s7};  
             84:    {segA, segB, segC}     =    {s0,s9,s6};  
             85:    {segA, segB, segC}     =    {s0,s9,s5};  
             86:    {segA, segB, segC}     =    {s0,s9,s4};  
             87:    {segA, segB, segC}     =    {s0,s9,s3};  
             88:    {segA, segB, segC}     =    {s0,s9,s2};  
             89:    {segA, segB, segC}     =    {s0,s9,s1};  
             90:    {segA, segB, segC}     =    {s0,s9,s0};  
             91:    {segA, segB, segC}     =    {s0,s8,s9};  
             92:    {segA, segB, segC}     =    {s0,s8,s8};  
             93:    {segA, segB, segC}     =    {s0,s8,s7};  
             94:    {segA, segB, segC}     =    {s0,s8,s6};  
             95:    {segA, segB, segC}     =    {s0,s8,s5};  
             96:    {segA, segB, segC}     =    {s0,s8,s4};  
             97:    {segA, segB, segC}     =    {s0,s8,s3};  
             98:    {segA, segB, segC}     =    {s0,s8,s2};  
             99:    {segA, segB, segC}     =    {s0,s8,s1};  
            100:    {segA, segB, segC}     =    {s0,s8,s0};  
            101:    {segA, segB, segC}     =    {s0,s7,s9};  
            102:    {segA, segB, segC}     =    {s0,s7,s8};  
            103:    {segA, segB, segC}     =    {s0,s7,s7};  
            104:    {segA, segB, segC}     =    {s0,s7,s6};  
            105:    {segA, segB, segC}     =    {s0,s7,s5};  
            106:    {segA, segB, segC}     =    {s0,s7,s4};  
            107:    {segA, segB, segC}     =    {s0,s7,s3};  
            108:    {segA, segB, segC}     =    {s0,s7,s2};  
            109:    {segA, segB, segC}     =    {s0,s7,s1};  
            110:    {segA, segB, segC}     =    {s0,s7,s0};  
            111:    {segA, segB, segC}     =    {s0,s6,s9};  
            112:    {segA, segB, segC}     =    {s0,s6,s8};  
            113:    {segA, segB, segC}     =    {s0,s6,s7};  
            114:    {segA, segB, segC}     =    {s0,s6,s6};  
            115:    {segA, segB, segC}     =    {s0,s6,s5};  
            116:    {segA, segB, segC}     =    {s0,s6,s4};  
            117:    {segA, segB, segC}     =    {s0,s6,s3};  
            118:    {segA, segB, segC}     =    {s0,s6,s2};  
            119:    {segA, segB, segC}     =    {s0,s6,s1};  
            120:    {segA, segB, segC}     =    {s0,s6,s0};  
            121:    {segA, segB, segC}     =    {s0,s5,s9};  
            122:    {segA, segB, segC}     =    {s0,s5,s8};  
            123:    {segA, segB, segC}     =    {s0,s5,s7};  
            124:    {segA, segB, segC}     =    {s0,s5,s6};  
            125:    {segA, segB, segC}     =    {s0,s5,s5};  
            126:    {segA, segB, segC}     =    {s0,s5,s4};  
            127:    {segA, segB, segC}     =    {s0,s5,s3};  
            128:    {segA, segB, segC}     =    {s0,s5,s2};  
            129:    {segA, segB, segC}     =    {s0,s5,s1};  
            130:    {segA, segB, segC}     =    {s0,s5,s0};  
            131:    {segA, segB, segC}     =    {s0,s4,s9};  
            132:    {segA, segB, segC}     =    {s0,s4,s8};  
            133:    {segA, segB, segC}     =    {s0,s4,s7};  
            134:    {segA, segB, segC}     =    {s0,s4,s6};  
            135:    {segA, segB, segC}     =    {s0,s4,s5};  
            136:    {segA, segB, segC}     =    {s0,s4,s4};  
            137:    {segA, segB, segC}     =    {s0,s4,s3};  
            138:    {segA, segB, segC}     =    {s0,s4,s2};  
            139:    {segA, segB, segC}     =    {s0,s4,s1};  
            140:    {segA, segB, segC}     =    {s0,s4,s0};  
            141:    {segA, segB, segC}     =    {s0,s3,s9};  
            142:    {segA, segB, segC}     =    {s0,s3,s8};  
            143:    {segA, segB, segC}     =    {s0,s3,s7};  
            144:    {segA, segB, segC}     =    {s0,s3,s6};  
            145:    {segA, segB, segC}     =    {s0,s3,s5};  
            146:    {segA, segB, segC}     =    {s0,s3,s4};  
            147:    {segA, segB, segC}     =    {s0,s3,s3};  
            148:    {segA, segB, segC}     =    {s0,s3,s2};  
            149:    {segA, segB, segC}     =    {s0,s3,s1};  
            150:    {segA, segB, segC}     =    {s0,s3,s0};  
            151:    {segA, segB, segC}     =    {s0,s2,s9};  
            152:    {segA, segB, segC}     =    {s0,s2,s8};  
            153:    {segA, segB, segC}     =    {s0,s2,s7};  
            154:    {segA, segB, segC}     =    {s0,s2,s6};  
            155:    {segA, segB, segC}     =    {s0,s2,s5};  
            156:    {segA, segB, segC}     =    {s0,s2,s4};  
            157:    {segA, segB, segC}     =    {s0,s2,s3};  
            158:    {segA, segB, segC}     =    {s0,s2,s2};  
            159:    {segA, segB, segC}     =    {s0,s2,s1};  
            160:    {segA, segB, segC}     =    {s0,s2,s0};  
            161:    {segA, segB, segC}     =    {s0,s1,s9};  
            162:    {segA, segB, segC}     =    {s0,s1,s8};  
            163:    {segA, segB, segC}     =    {s0,s1,s7};  
            164:    {segA, segB, segC}     =    {s0,s1,s6};  
            165:    {segA, segB, segC}     =    {s0,s1,s5};  
            166:    {segA, segB, segC}     =    {s0,s1,s4};  
            167:    {segA, segB, segC}     =    {s0,s1,s3};  
            168:    {segA, segB, segC}     =    {s0,s1,s2};  
            169:    {segA, segB, segC}     =    {s0,s1,s1};  
            170:    {segA, segB, segC}     =    {s0,s1,s0};  
            171:    {segA, segB, segC}     =    {s0,s0,s9};  
            172:    {segA, segB, segC}     =    {s0,s0,s8};  
            173:    {segA, segB, segC}     =    {s0,s0,s7};  
            174:    {segA, segB, segC}     =    {s0,s0,s6};  
            175:    {segA, segB, segC}     =    {s0,s0,s5};  
            176:    {segA, segB, segC}     =    {s0,s0,s4};  
            177:    {segA, segB, segC}     =    {s0,s0,s3};  
            178:    {segA, segB, segC}     =    {s0,s0,s2};  
            179:    {segA, segB, segC}     =    {s0,s0,s1};  
            180:    {segA, segB, segC}     =    {s0,s0,s0};  
            default:{segA, segB, segC}     =    {s0,s0,s0};  
        endcase
    end 
endmodule
module KTNE_wrapper(
            input logic [1:0] KEY,
            input logic [17:0] SW,
            output logic [17:0] LEDR,
            output logic [7:0] LEDG,
            input logic CLOCK_50,
            output logic [6:0] HEX2,
            output logic [6:0] HEX1,
            output logic [6:0] HEX0
            );
    KTNE tb(
            KEY[0], 
            KEY[1],
            SW[0], SW[1], SW[2], SW[3], SW[4], SW[5], SW[6], SW[7], SW[8], SW[9], SW[10], 
            SW[11], SW[12], SW[13], SW[14], SW[15], SW[16], SW[17],
            LEDR, 
            LEDG,
            CLOCK_50,
            HEX2, 
            HEX1, 
            HEX0
            );
endmodule
==> results.ini <==
[status]
status=finished clean

[drt]
drc_errors=0
wl_per_cell_um=23.56
drt_iter0_drc=642
totalWireLength_mm=21.37
ant_nets=0
via_per_inst=6.471
antenna_cells=0
vias=5869
dr.pass1.iters=7

[worst_hold_path]
hold_path_end=tb.count[1]$_SDFF_PP0_
whs_path_depth=3
hold_start=KEY[1]
hp-class=clk2reg

[grt]
gr-total-overflow=0
antenna_found_initial=0
grt_pass1_vias=6486
grt_usage_pct=35.47
grt_pass1_wl_mm=33.25
grt_max_degree=57

[critical_path]
arrival_ns=5.42
worstPathMaxFanout=7
ff2ff_setup_slack_ns=4.00
worstPathRequired_ns=6.68
worstSetupPathType=clk2reg
startpoint_type=clock port
r2r_start=tb.nextstate[3]$_DFFE_PP_
rr_worst_depth=13
worstReg2RegEnd=tb.nextstate[0]$_DFFE_PP_
cp-end-kind=flip-flop

[die]
fp.dieArea_um2=13140
die_h_um=114.7
fp-utilization_pct=41.57
coreArea_um2=12210
die_w_um=114.7
rows=40
io_pins=68

[synth]
synthArstFlopShare_pct=0
yosys-mux-area-fraction_pct=0.6162
synth_area_per_cell_um2=7.645
syn_inst=664
yosysSeqAreaShare_pct=27.21
simple_gate_share_pct=30.84
topCellsByArea=dfxtp_1, edfxtp_1, nor2_1
syn_area_um2=5076
ys_sh_adder_pct=1.479
logic_family=simple AND/OR/NAND/NOR gates
ys_sh_xor_pct=6.581
ys_warn_count=2
edf_count=22
ys.flops=58
largest_area_cell=dfxtp_1
ys_area_um2=5076
yosys_cells=664
yosys-top-cells-count=nor2_1, nand2_1, dfxtp_1, nand3_1, buf_4
synth-main-ff-cell=dfxtp_1
synthMostInstantiatedCell=nor2_1
ys_types=81
ys_sh_aoi_pct=23.12
top_cell_area_share_pct=14.20

[power_and_ir_drop]
p_clk_share_pct=66.2
switching_share_pct=24.42
power_uw=1737
switchingPower_uw=424.1
leakagePower_uw=0.002651
power_frac_comb_pct=7.4
p_per_area_nw_per_um2=243.8
seqPwrFrac_pct=26.4
ir_worst_vdd_uv=261.7
power.internal_uw=1313

[layout]
fin_area_um2=7124
area_delta_synth_final_pct=40.35
fill_cells=962
final_core_util_pct=58.34
regArea_um2=1381
final_layout_size_suffix_gt1_share_pct=12.99
comb_area_um2=3191

[sta]
rsz0062_at_grt=no
finalSetupTns_ns=0
worst_pin_slew_ns=1.054
fin_skew_ns=0.002746
hold_viol_final=0
slew_viol_final=0
setup_viol=0
maxSlewHeadroom_pct=29.56

[place]
gp_congestion=0.9792
io_buffer_count=62
dpl.hpwl_mm=11.89
place_area_um2=5564

[cts]
cts_tree=done
holdBufCountCts=0
post_cts_buffers=0
clk_pin_slew_ns=0.05
cts_resized=0

[run]
warnings=120
maxCapViolCount=0

[state kept, by name, indices dropped and copies added (netlist names)]
name	cells
tb.ledG	7
tb.data1	4
tb.data7	2
tb.ledR	3
tb.data2	4
tb.nextstate	4
tb.count	26
tb.seconds	8
[final cells by class]
cell class | instances | area share [%]
Multi-Input combinational cell | 516 | 44.78
Inverter | 13 | 0.6849
Timing Repair Buffer | 77 | 10.29
Sequential cell | 58 | 19.39
Tap cell | 168 | 2.950
Clock buffer | 67 | 20.39
Clock inverter | 8 | 1.510
[layer usage]
metal | track usage [%] | vias to the layer above | share of wire (%)
met5 | 4.314 | - | 0
met4 | 28.14 | 0 | 5.6
li1 | - | 2584 | -
met1 | 43.79 | 2734 | 40
met2 | 44.00 | 442 | 42
met3 | 20.82 | 109 | 12
[kinds of logic (layout without fill, tap and decap cells)]
kind of cell,count (synthesis),after routing
mux,3,3
fa+ha+maj,6,6
other cells,2,3
buf+inv,91,165
flops,58,58
simple gates,303,303
compound gates,165,165
xor+xnor,36,36
[through the flow]
stage	hold slack (ns)	setup WS [ns]	std cells
5_1_grt	0.1470	1.122	907
2_1_floorplan	0.3314	2.419	665
4_1_cts	0.1369	1.187	907
6_report	0.1140	1.264	907
3_5_place_dp	0.1459	2.329	832
3_3_place_gp	0.1459	2.225	832
[placed cells by master (no fill, tap or decap), types with 10 or more instances in the layout]
cell type         n
nand2_1          63
a32oi_1          10
xnor2_1          13
buf_4            15
edfxtp_1         22
nor2b_1          16
o22ai_1          11
clkdlybuf4s50_1  62
inv_1            11
o21ai_0          21
dfxtp_1          36
nand3_1          36
clkbuf_1         10
a21oi_1          25
nand4_1          21
nor2_1           71
a31oi_1          11
nor3_1           22
xor2_1           22
clkbuf_16        56
and3_1           10
o21a_1           11
[worst max path at each step]
stage	startpoint	slack, ns	end
finish	KEY[1]	1.26	tb.nextstate[0]$_DFFE_PP_
global route	KEY[1]	1.12	tb.nextstate[0]$_DFFE_PP_
CTS	KEY[1]	1.19	tb.nextstate[0]$_DFFE_PP_
[power by group through the flow]
stage / Clock, µW / Combinational [µW] / Sequential (µW)
after CTS: 1220 / 127 / 456
after global routing: 1260 / 132 / 458
final: 1150 / 129 / 458
[worst max-delay path: stages]
cell and delay (ns):
clkbuf_16 0.12, clkbuf_16 0.14, nor2b_1 0.15, clkbuf_16 0.17
clkbuf_16 0.14, nand2_1 0.11, clkbuf_16 0.16, clkbuf_16 0.11
nor3_1 0.06, clkbuf_16 0.16, clkbuf_16 0.13, nor2_1 0.22
clkbuf_16 0.20, clkbuf_16 0.12, nand3_1 0.08
