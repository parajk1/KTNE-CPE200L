File: design/flow/design.v
module timer(input logic clk_in,       
            output logic [6:0] segA,   
            output logic [6:0] segB,   
            output logic [6:0] segC);  
    logic [25:0] count = 0;  
    logic [7:0] seconds = 0;  
    logic clk_out;            
    always @ (posedge clk_in) begin
        count <= count + 1;                 
            if (count == 50_000_000) begin  
                count <= 0;                 
                clk_out = ~clk_out;         
                seconds = seconds + 1;      
            end 
    end
    localparam [6:0] s0 = 7'b1000000;
    localparam [6:0] s1 = 7'b1111001;
    localparam [6:0] s2 = 7'b0100100;
    localparam [6:0] s3 = 7'b0110000;
    localparam [6:0] s4 = 7'b0011001;
    localparam [6:0] s5 = 7'b0010010;
    localparam [6:0] s6 = 7'b0000010;
    localparam [6:0] s7 = 7'b1111000;
    localparam [6:0] s8 = 7'b0000000;
    localparam [6:0] s9 = 7'b0011000;
    always @ (clk_out) begin 
        case(seconds)
              0:    {segA, segB, segC}     =    {s1,s8,s0};  
              1:    {segA, segB, segC}     =    {s1,s7,s9};  
              2:    {segA, segB, segC}     =    {s1,s7,s8};  
              3:    {segA, segB, segC}     =    {s1,s7,s7};  
              4:    {segA, segB, segC}     =    {s1,s7,s6};  
              5:    {segA, segB, segC}     =    {s1,s7,s5};  
              6:    {segA, segB, segC}     =    {s1,s7,s4};  
              7:    {segA, segB, segC}     =    {s1,s7,s3};  
              8:    {segA, segB, segC}     =    {s1,s7,s2};  
              9:    {segA, segB, segC}     =    {s1,s7,s1};  
             10:    {segA, segB, segC}     =    {s1,s7,s0};  
             11:    {segA, segB, segC}     =    {s1,s6,s9};  
             12:    {segA, segB, segC}     =    {s1,s6,s8};  
             13:    {segA, segB, segC}     =    {s1,s6,s7};  
             14:    {segA, segB, segC}     =    {s1,s6,s6};  
             15:    {segA, segB, segC}     =    {s1,s6,s5};  
             16:    {segA, segB, segC}     =    {s1,s6,s4};  
             17:    {segA, segB, segC}     =    {s1,s6,s3};  
             18:    {segA, segB, segC}     =    {s1,s6,s2};  
             19:    {segA, segB, segC}     =    {s1,s6,s1};  
             20:    {segA, segB, segC}     =    {s1,s6,s0};  
             21:    {segA, segB, segC}     =    {s1,s5,s9};  
             22:    {segA, segB, segC}     =    {s1,s5,s8};  
             23:    {segA, segB, segC}     =    {s1,s5,s7};  
             24:    {segA, segB, segC}     =    {s1,s5,s6};  
             25:    {segA, segB, segC}     =    {s1,s5,s5};  
             26:    {segA, segB, segC}     =    {s1,s5,s4};  
             27:    {segA, segB, segC}     =    {s1,s5,s3};  
             28:    {segA, segB, segC}     =    {s1,s5,s2};  
             29:    {segA, segB, segC}     =    {s1,s5,s1};  
             30:    {segA, segB, segC}     =    {s1,s5,s0};  
             31:    {segA, segB, segC}     =    {s1,s4,s9};  
             32:    {segA, segB, segC}     =    {s1,s4,s8};  
             33:    {segA, segB, segC}     =    {s1,s4,s7};  
             34:    {segA, segB, segC}     =    {s1,s4,s6};  
             35:    {segA, segB, segC}     =    {s1,s4,s5};  
             36:    {segA, segB, segC}     =    {s1,s4,s4};  
             37:    {segA, segB, segC}     =    {s1,s4,s3};  
             38:    {segA, segB, segC}     =    {s1,s4,s2};  
             39:    {segA, segB, segC}     =    {s1,s4,s1};  
             40:    {segA, segB, segC}     =    {s1,s4,s0};  
             41:    {segA, segB, segC}     =    {s1,s3,s9};  
             42:    {segA, segB, segC}     =    {s1,s3,s8};  
             43:    {segA, segB, segC}     =    {s1,s3,s7};  
             44:    {segA, segB, segC}     =    {s1,s3,s6};  
             45:    {segA, segB, segC}     =    {s1,s3,s5};  
             46:    {segA, segB, segC}     =    {s1,s3,s4};  
             47:    {segA, segB, segC}     =    {s1,s3,s3};  
             48:    {segA, segB, segC}     =    {s1,s3,s2};  
             49:    {segA, segB, segC}     =    {s1,s3,s1};  
             50:    {segA, segB, segC}     =    {s1,s3,s0};  
             51:    {segA, segB, segC}     =    {s1,s2,s9};  
             52:    {segA, segB, segC}     =    {s1,s2,s8};  
             53:    {segA, segB, segC}     =    {s1,s2,s7};  
             54:    {segA, segB, segC}     =    {s1,s2,s6};  
             55:    {segA, segB, segC}     =    {s1,s2,s5};  
             56:    {segA, segB, segC}     =    {s1,s2,s4};  
             57:    {segA, segB, segC}     =    {s1,s2,s3};  
             58:    {segA, segB, segC}     =    {s1,s2,s2};  
             59:    {segA, segB, segC}     =    {s1,s2,s1};  
             60:    {segA, segB, segC}     =    {s1,s2,s0};  
             61:    {segA, segB, segC}     =    {s1,s1,s9};  
             62:    {segA, segB, segC}     =    {s1,s1,s8};  
             63:    {segA, segB, segC}     =    {s1,s1,s7};  
             64:    {segA, segB, segC}     =    {s1,s1,s6};  
             65:    {segA, segB, segC}     =    {s1,s1,s5};  
             66:    {segA, segB, segC}     =    {s1,s1,s4};  
             67:    {segA, segB, segC}     =    {s1,s1,s3};  
             68:    {segA, segB, segC}     =    {s1,s1,s2};  
             69:    {segA, segB, segC}     =    {s1,s1,s1};  
             70:    {segA, segB, segC}     =    {s1,s1,s0};  
             71:    {segA, segB, segC}     =    {s1,s0,s9};  
             72:    {segA, segB, segC}     =    {s1,s0,s8};  
             73:    {segA, segB, segC}     =    {s1,s0,s7};  
             74:    {segA, segB, segC}     =    {s1,s0,s6};  
             75:    {segA, segB, segC}     =    {s1,s0,s5};  
             76:    {segA, segB, segC}     =    {s1,s0,s4};  
             77:    {segA, segB, segC}     =    {s1,s0,s3};  
             78:    {segA, segB, segC}     =    {s1,s0,s2};  
             79:    {segA, segB, segC}     =    {s1,s0,s1};  
             80:    {segA, segB, segC}     =    {s1,s0,s0};  
             81:    {segA, segB, segC}     =    {s0,s9,s9};  
             82:    {segA, segB, segC}     =    {s0,s9,s8};  
             83:    {segA, segB, segC}     =    {s0,s9,s7};  
             84:    {segA, segB, segC}     =    {s0,s9,s6};  
             85:    {segA, segB, segC}     =    {s0,s9,s5};  
             86:    {segA, segB, segC}     =    {s0,s9,s4};  
             87:    {segA, segB, segC}     =    {s0,s9,s3};  
             88:    {segA, segB, segC}     =    {s0,s9,s2};  
             89:    {segA, segB, segC}     =    {s0,s9,s1};  
             90:    {segA, segB, segC}     =    {s0,s9,s0};  
             91:    {segA, segB, segC}     =    {s0,s8,s9};  
             92:    {segA, segB, segC}     =    {s0,s8,s8};  
             93:    {segA, segB, segC}     =    {s0,s8,s7};  
             94:    {segA, segB, segC}     =    {s0,s8,s6};  
             95:    {segA, segB, segC}     =    {s0,s8,s5};  
             96:    {segA, segB, segC}     =    {s0,s8,s4};  
             97:    {segA, segB, segC}     =    {s0,s8,s3};  
             98:    {segA, segB, segC}     =    {s0,s8,s2};  
             99:    {segA, segB, segC}     =    {s0,s8,s1};  
            100:    {segA, segB, segC}     =    {s0,s8,s0};  
            101:    {segA, segB, segC}     =    {s0,s7,s9};  
            102:    {segA, segB, segC}     =    {s0,s7,s8};  
            103:    {segA, segB, segC}     =    {s0,s7,s7};  
            104:    {segA, segB, segC}     =    {s0,s7,s6};  
            105:    {segA, segB, segC}     =    {s0,s7,s5};  
            106:    {segA, segB, segC}     =    {s0,s7,s4};  
            107:    {segA, segB, segC}     =    {s0,s7,s3};  
            108:    {segA, segB, segC}     =    {s0,s7,s2};  
            109:    {segA, segB, segC}     =    {s0,s7,s1};  
            110:    {segA, segB, segC}     =    {s0,s7,s0};  
            111:    {segA, segB, segC}     =    {s0,s6,s9};  
            112:    {segA, segB, segC}     =    {s0,s6,s8};  
            113:    {segA, segB, segC}     =    {s0,s6,s7};  
            114:    {segA, segB, segC}     =    {s0,s6,s6};  
            115:    {segA, segB, segC}     =    {s0,s6,s5};  
            116:    {segA, segB, segC}     =    {s0,s6,s4};  
            117:    {segA, segB, segC}     =    {s0,s6,s3};  
            118:    {segA, segB, segC}     =    {s0,s6,s2};  
            119:    {segA, segB, segC}     =    {s0,s6,s1};  
            120:    {segA, segB, segC}     =    {s0,s6,s0};  
            121:    {segA, segB, segC}     =    {s0,s5,s9};  
            122:    {segA, segB, segC}     =    {s0,s5,s8};  
            123:    {segA, segB, segC}     =    {s0,s5,s7};  
            124:    {segA, segB, segC}     =    {s0,s5,s6};  
            125:    {segA, segB, segC}     =    {s0,s5,s5};  
            126:    {segA, segB, segC}     =    {s0,s5,s4};  
            127:    {segA, segB, segC}     =    {s0,s5,s3};  
            128:    {segA, segB, segC}     =    {s0,s5,s2};  
            129:    {segA, segB, segC}     =    {s0,s5,s1};  
            130:    {segA, segB, segC}     =    {s0,s5,s0};  
            131:    {segA, segB, segC}     =    {s0,s4,s9};  
            132:    {segA, segB, segC}     =    {s0,s4,s8};  
            133:    {segA, segB, segC}     =    {s0,s4,s7};  
            134:    {segA, segB, segC}     =    {s0,s4,s6};  
            135:    {segA, segB, segC}     =    {s0,s4,s5};  
            136:    {segA, segB, segC}     =    {s0,s4,s4};  
            137:    {segA, segB, segC}     =    {s0,s4,s3};  
            138:    {segA, segB, segC}     =    {s0,s4,s2};  
            139:    {segA, segB, segC}     =    {s0,s4,s1};  
            140:    {segA, segB, segC}     =    {s0,s4,s0};  
            141:    {segA, segB, segC}     =    {s0,s3,s9};  
            142:    {segA, segB, segC}     =    {s0,s3,s8};  
            143:    {segA, segB, segC}     =    {s0,s3,s7};  
            144:    {segA, segB, segC}     =    {s0,s3,s6};  
            145:    {segA, segB, segC}     =    {s0,s3,s5};  
            146:    {segA, segB, segC}     =    {s0,s3,s4};  
            147:    {segA, segB, segC}     =    {s0,s3,s3};  
            148:    {segA, segB, segC}     =    {s0,s3,s2};  
            149:    {segA, segB, segC}     =    {s0,s3,s1};  
            150:    {segA, segB, segC}     =    {s0,s3,s0};  
            151:    {segA, segB, segC}     =    {s0,s2,s9};  
            152:    {segA, segB, segC}     =    {s0,s2,s8};  
            153:    {segA, segB, segC}     =    {s0,s2,s7};  
            154:    {segA, segB, segC}     =    {s0,s2,s6};  
            155:    {segA, segB, segC}     =    {s0,s2,s5};  
            156:    {segA, segB, segC}     =    {s0,s2,s4};  
            157:    {segA, segB, segC}     =    {s0,s2,s3};  
            158:    {segA, segB, segC}     =    {s0,s2,s2};  
            159:    {segA, segB, segC}     =    {s0,s2,s1};  
            160:    {segA, segB, segC}     =    {s0,s2,s0};  
            161:    {segA, segB, segC}     =    {s0,s1,s9};  
            162:    {segA, segB, segC}     =    {s0,s1,s8};  
            163:    {segA, segB, segC}     =    {s0,s1,s7};  
            164:    {segA, segB, segC}     =    {s0,s1,s6};  
            165:    {segA, segB, segC}     =    {s0,s1,s5};  
            166:    {segA, segB, segC}     =    {s0,s1,s4};  
            167:    {segA, segB, segC}     =    {s0,s1,s3};  
            168:    {segA, segB, segC}     =    {s0,s1,s2};  
            169:    {segA, segB, segC}     =    {s0,s1,s1};  
            170:    {segA, segB, segC}     =    {s0,s1,s0};  
            171:    {segA, segB, segC}     =    {s0,s0,s9};  
            172:    {segA, segB, segC}     =    {s0,s0,s8};  
            173:    {segA, segB, segC}     =    {s0,s0,s7};  
            174:    {segA, segB, segC}     =    {s0,s0,s6};  
            175:    {segA, segB, segC}     =    {s0,s0,s5};  
            176:    {segA, segB, segC}     =    {s0,s0,s4};  
            177:    {segA, segB, segC}     =    {s0,s0,s3};  
            178:    {segA, segB, segC}     =    {s0,s0,s2};  
            179:    {segA, segB, segC}     =    {s0,s0,s1};  
            180:    {segA, segB, segC}     =    {s0,s0,s0};  
        endcase
    end 
endmodule
module timer_wrapper(
                     input logic  CLOCK_50,    
                     output logic [6:0] HEX2,  
                     output logic [6:0] HEX1,
                     output logic [6:0] HEX0 );
    timer tb(CLOCK_50,
             HEX2, 
             HEX1, 
             HEX0);
endmodule
File: design/flow/run.sh
#!/bin/bash
# OpenROAD 26Q1-2900-gdf79404cd8, Yosys 0.63+post, stock flow scripts
make -C /OpenROAD-flow-scripts/flow DESIGN_CONFIG=/design/flow/config.mk WORK_HOME=/design/flow/orfs finish
File: design/flow/config.mk
export PLATFORM = sky130hd
export DESIGN_NAME = timer_wrapper
export DESIGN_NICKNAME = timer_wrapper
export VERILOG_FILES = /design/flow/design.v
export SDC_FILE = /design/flow/constraint.sdc
export NUM_CORES = 4
export LEC_CHECK = 1
export CORE_UTILIZATION = 50
File: design/flow/constraint.sdc
current_design timer_wrapper

set clk_period 3.2
set clk_io_pct 0.2

create_clock -name clk0 -period $clk_period [get_ports {CLOCK_50}]

set non_clock_inputs [all_inputs -no_clocks]
set_input_delay [expr $clk_period * $clk_io_pct] -clock clk0 $non_clock_inputs
set_output_delay [expr $clk_period * $clk_io_pct] -clock clk0 [all_outputs]
==> flow_summary.yaml <==
# flow metrics
synthesis:
  yosys_cells: 478
  flop_cell: "dfxtp_1"
  synthArstFlopShare_pct: 0
  ys_warn_count: 1
  synth_top_cell_by_area: "dfxtp_1"
  synth_flops: 49
  ys_types: 74
  synth_cells: 478
  topCellsByArea: "dfxtp_1 (14%), edfxtp_1 (6.6%), dlxtn_1 (6.2%)"
  ys_area_um2: 3630
  synth.cell_area_um2: 3630
  enable_flop_cells: 8
  top_cell_area_share_pct: 14.3
  synth_area_per_cell_um2: 7.60
pwr:
  leakage_nw: 1.33
  irDropWorstVdd_v: 0.000282
  cellPowerDensity_nw_per_um2: 190
  power_mw: 0.748
critical_path:
  rr_worst_depth: 7
  rrSetupSlack_ns: 1.15
  required_ns: 3.34
  worstPathArrival_ns: 2.19
  crit_path_max_fanout: 6
  end_kind: "flop"
  timing.rr.end: "tb.count[25]$_SDFF_PN0_"
  r2r_start: "tb.count[2]$_SDFF_PN0_"
  cp-start-kind: "flop"
  timing.setup.critical_path_class: "flop to flop"
drt:
  firstDrtPassIters: 6
  drtIter0Drc: 500
  vias_per_cell: 6.59
  routedWlPerCell_um: 19.2
  post-route-drc-count: 0
  routed_wl_um: 11000
  diodes: 0
  ant_nets: 0
  via_count: 3775
placed_design:
  preCtsSetupSlack_ns: 1.17
  routabilityCongestion: 1.02
  io_buffers: 18
  dp_hpwl_um: 7620
  place_area_um2: 3860
  dp.cells: 565
final_timing:
  hold_slack_ns: 0.451
  period_used_pct: 63.9
  layout_min_cycle_time_ns: 2.05
  hold_viol: 0
  rsz0062_at_grt: "false"
  worst_slew_pin_slew_ns: 0.958
  fmax_ghz: 0.489
  skew_ns: 0.00494
  setup_viol: 0
  setup_tns_ns: 0
  max_slew_margin_pct: 35.3
  untimed_endpoints: 33
  slew_viol_final: 0
  unclocked_pins: 15
  worst_slack_ns: 1.15
cts:
  insertion_delay_ns: 0.28
  root_buffer: "clkbuf_8"
  postCtsSetupRepairBufs: 0
  cts_resized: 0
  clk_pin_slew_ns: 0.06
  clk_path_buf_depth: 2
  ctsHoldBuffers: 0
  h-tree-depth: 2
  cts_buffers: 5
  cts_tree: "built"
cells_and_area:
  final_area_um2: 3950
  fin_cells: 573
  syn_to_final_growth_pct: 8.68
  final_cell_mix: "nand2_1 (46), nor2_1 (42), a21oi_1 (28), o21ai_0 (28), dfxtp_1 (26)"
  fin_util_pct: 57.1
  layout_top_cell: "nand2_1"
  drive_gt1_share_pct: 7.97
floorplanning:
  die_h_um: 87.2
  rows: 30
  fp_util_pct: 52.6
  die_w_um: 87.2
  num_io_pins: 22
  chipArea_um2: 7610
  core-area_um2: 6910
global_route:
  grt_pass1_wl_um: 18100
  grt_use_total_pct: 31.6
  grt-ovfl-total: 0
  antenna_found_initial: 0
  grt_start_max_net_pins: 48
  grt_pass1_vias: 3442
flow_run:
  warnings: 31
  cap_violations: 0
worst_hold_path:
  min_to: "tb.count[0]$_SDFF_PN0_"
  min_path_cells: 1
  worstHoldStart: "tb.count[0]$_SDFF_PN0_"
  hold_path_class: "flop to flop"
run_status:
  status: "complete, no violations"
[sequential cells by signal, summed over array words and instances (netlist names)]
register    flops
tb.segC         7
tb.segA         1
tb.seconds      8
tb.count       26
tb.segB         7
[critical path, stage by stage, from the launching register on]
cell and delay (ns):
dfxtp_1 0.43, and4_1 0.26, and3_1 0.23, nand3_1 0.17, nor3_1 0.44, nand4_1 0.17
xor2_1 0.16, nor2_1 0.05
[synth_stat cells (4+ instances only)]
| master | n |
|---|---|
| nor4bb_1 | 5 |
| dlxtn_1 | 15 |
| nor2b_1 | 9 |
| nand2b_1 | 10 |
| nand4_1 | 13 |
| buf_2 | 9 |
| buf_4 | 8 |
| o22ai_1 | 9 |
| nor4_1 | 4 |
| nand3b_1 | 7 |
| a21oi_1 | 28 |
| inv_1 | 10 |
| or3_1 | 6 |
| o21ai_0 | 28 |
| nor2_1 | 42 |
| clkbuf_1 | 23 |
| xnor2_1 | 13 |
| nor3_1 | 14 |
| dfxtp_1 | 26 |
| nand2_1 | 46 |
| a32oi_1 | 6 |
| a22oi_1 | 5 |
| ha_1 | 6 |
| edfxtp_1 | 8 |
| and3_1 | 5 |
| nand3_1 | 17 |
| a22o_1 | 4 |
| xor2_1 | 16 |
[layout make-up]
cell class	count	area, µm²
Clock buffer	6	82.6
Clock inverter	2	7.51
Fill cell	682	2960
Inverter	10	37.5
Multi-Input combinational cell	377	2420
Sequential cell	49	986
Tap cell	96	120
Timing Repair Buffer	33	293
[how the worst max path moves through the flow]
stage	start	to	slack, ns	cells past startpoint
after CTS	tb.count[2]$_SDFF_PN0_	tb.count[25]$_SDFF_PN0_	1.16	7
after global routing	tb.count[2]$_SDFF_PN0_	tb.count[25]$_SDFF_PN0_	0.91	7
final	tb.count[2]$_SDFF_PN0_	tb.count[25]$_SDFF_PN0_	1.15	7
[kinds of logic (layout without fill, tap and decap cells)]
family	count (synthesis)	count (layout)	share of synthesized area [%]
AND-OR/OR-AND	125	125	23.7
XOR/XNOR	29	29	7.00
adder cells (fa/ha/maj)	6	6	2.07
buffers and inverters	53	51	6.62
flip-flops	34	34	21.0
latches	15	15	6.20
multiplexers	5	5	1.45
other	2	3	0.207
AND/OR/NAND/NOR	209	209	31.8
[power breakdown]
part	switching, mW	internal, mW	leakage, nW
logic	0.0000589	0	0.868
registers	0	0.437	0.417
clock network	0.142	0.169	0.0463
[layer usage]
metal  track usage, %  vias up  wire length (µm)
met2             40.9      249              4400
met1             51.4     1710              4980
li1                 -     1776                 -
met3             7.50       40              1220
met4             11.3        0               386
met5                0        -                 0
Power and IR drop assume default switching activity.
